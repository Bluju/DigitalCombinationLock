<file path="flow/run.sh">
#!/bin/bash
# OpenROAD 26Q1-2900-gdf79404cd8, Yosys 0.63+post, stock flow scripts
make -C /OpenROAD-flow-scripts/flow DESIGN_CONFIG=/design/flow/config.mk WORK_HOME=/design/flow/orfs finish
</file>
<file path="flow/config.mk">
export PLATFORM = sky130hd
export DESIGN_NAME = combolock
export DESIGN_NICKNAME = combolock
export VERILOG_FILES = /design/flow/design.v
export SDC_FILE = /design/flow/constraint.sdc
export NUM_CORES = 4
export LEC_CHECK = 1
export CORE_AREA = 10 10 70 70
export DIE_AREA = 0 0 80 80
</file>
<file path="flow/constraint.sdc">
current_design combolock

set clk_period 1.6
set clk_io_pct 0.2

create_clock -name clk0 -period $clk_period [get_ports {submit}]

set non_clock_inputs [all_inputs -no_clocks]
set_input_delay [expr $clk_period * $clk_io_pct] -clock clk0 $non_clock_inputs
set_output_delay [expr $clk_period * $clk_io_pct] -clock clk0 [all_outputs]
</file>
<file path="flow/design.v">
module combolock(
input logic submit, rst,
input logic [7:0]passcode_attempt, 
output logic [6:0] led0, led1, led2, led3, led4, led5
);
logic good, fail;
logic [1:0] attempt;
logic [7:0] passcode, check;
assign passcode = 8'b01001001;
seven_seg_display display(
.done(good),
.fail(fail),
.attempt(attempt), 
.led0(led0),
.led1(led1), 
.led2(led2),
.led3(led3),
.led4(led4),
.led5(led5)
);
assign check = passcode ^ passcode_attempt;
always @(posedge submit, negedge rst) begin
if(~rst) begin
	attempt <= 2'b11;
	good <= 1'b0;
	fail <= 1'b0;
end
else begin
	if(check == 8'b0) begin
		good <= 1'b1;
		attempt <= 2'b00;
	end
	else if (attempt > 2'b01) begin
		attempt <= attempt - 2'b01;
		good <= 1'b0;
	end
	else begin
		fail <= 1'b1;
	end
end
end 
endmodule 
module seven_seg_display(
input logic done, fail,
input logic [1:0] attempt, 
output logic [6:0] led0, led1, led2, led3, led4, led5
);
always @* begin
if (done) begin
	led5 = 7'h40;  
	led4 = 7'h0C;  
	led3 = 7'h06;  
	led2 = 7'h48;  
	led1 = 7'h7F;  
	led0 = 7'h7F;  
end
else if(fail) begin 
	led5 = 7'h21;  
	led4 = 7'h06;  
	led3 = 7'h48;  
	led2 = 7'h79;  
	led1 = 7'h06;  
	led0 = 7'h21;  
end
else begin
	led5 = 7'h07;  
	led4 = 7'h2F;  
	led3 = 7'h11;  
	led2 = 7'h12;  
	led1 = 7'h37;  
	case (attempt)
		2'b01: led0 = 7'h79;  
		2'b10: led0 = 7'h24;  
		2'b11: led0 = 7'h30;  
		default: led0 = 7'b0000000;
		endcase 
end
end
endmodule
</file>
==> impl_metrics.yaml <==
# physical design summary
outcome:
  outcome: "finished with violations"
  violations: "negative setup slack"
floorplan:
  fp.dieW_um: 80
  die-area_sq_um: 6400
  core_area_sq_um: 3420
  num_io_pins: 52
  die_h_um: 80
  fp_util_pct: 15.6
  rows: 21
synth:
  area_leaders: "buf_4, dfstp_2, dfrtp_1, ha_1, inv_1"
  synth.distinct_cells: 17
  syn-cell-area_sq_um: 533
  synth_cells: 65
  ys_cells: 65
  ys_seq_share_pct: 19.2
  top_area_cell: "buf_4"
  post-synth-top-area-fraction_pct: 45.1
  enable_flop_cells: 0
  ys.flops: 4
  async_flop_share_pct: 100
  syn_area_per_cell_sq_um: 8.20
  ys_chip_area_sq_um: 533
  ff_type: "dfstp_2"
  ys_warn_count: 2
run:
  maxCapViolations: 0
  warnings: 29
routing:
  vias: 496
  wl_per_cell_um: 10.9
  avgViaCountPerCell: 3.22
  antenna_left: 0
  drc: 0
  postRouteWirelength_um: 1680
  num_antenna_cells: 0
  firstDrtPassIters: 4
  drt_iter0_drc: 7
final_timing:
  setup_viol: 1
  hold_ws_ns: 0.280
  finalClockPeriodUsage_pct: 100
  hold_viol_final: 0
  fin_ws_ns: -0.0000537
  rsz0062_at_grt: "true"
  skew_ns: 0.00727
  max_clock_freq_ghz: 0.625
  fin_crit_ns: 1.60
  slew_viol_final: 0
power_and_ir_drop:
  power.total_uw: 686
  cellLeakagePower_uw: 0.000501
  power_density_nw_per_um2: 670
  max-vdd-ir-drop_mv: 0.207
grt:
  use_met3_pct: 2.95
  use_met1_pct: 3.49
  grt_pass1_wl_um: 2130
  use_met2_pct: 7.30
  grt_max_degree: 10
  grt_pass1_vias: 472
  grt-busiest-layer: "met2"
  overflow: 0
  antenna_found_initial: 0
  grtUsageTotal_pct: 4.02
clocking:
  cts_sinks: 4
  clock-root-buffer: "clkbuf_4"
  clkTransAtPathRegs_ns: 0.04
  htree_levels: 1
  clkLatencyLatePin_ns: 0.24
  cts_tree: "yes"
  ctsLongestPathBuffers: 2
  numCtsBuffers: 3
worst_setup_path:
  critical_path_class: "reg -> out"
  r2r_slack_ns: 0.29
  worstReg2RegEnd: "attempt[1]$_DFFE_PN1P_"
  cp.required_ns: 1.28
  r2r_cells: 4
  crit_path_start_kind: "flip-flop"
  worstPathArrival_ns: 1.28
  cp-end-kind: "primary output"
  cp_max_fo: 4
  r2r-start: "attempt[0]$_DFFE_PN1P_"
placed_design:
  hpwl_um: 1360
  gp_congestion: 0.727
  portBuffers: 42
layout:
  syn_to_final_growth_pct: 92.0
  drive_gt1_share_pct: 48.1
hold_path:
  hp-class: "in -> async"
==> cell families after synthesis <==
family / Yosys count / share of synthesized area [%]
AND/OR/NAND/NOR: 10 / 13.4
buffers and inverters: 39 / 50.0
other: 2 / 1.41
XOR/XNOR: 1 / 1.64
AND-OR/OR-AND: 6 / 7.28
adder cells (fa/ha/maj): 3 / 7.04
flip-flops: 4 / 19.2
==> worst max-delay path: stages (launching register included) <==
cell and delay, ns:
dfrtp_2 0.42, inv_2 0.08, buf_6 0.09, clkdlybuf4s50_1 0.45
==> per-layer routing <==
layer  vias up  routed length [um]
met5         -                   0
met4         0                   8
met3         2                 293
met2        31                 823
met1       218                 549
li1        245                   -
==> worst max path at each step <==
| stage | from | slack (ns) | cells past startpoint | to |
|---|---|---|---|---|
| CTS | good$_DFFE_PN0P_ | -0.16 | 4 | led2[3] |
| global route | good$_DFFE_PN0P_ | -0.07 | 3 | led2[4] |
| finish | good$_DFFE_PN0P_ | -0.00005 | 3 | led2[4] |
==> report_power, final <==
group,leakage (uW),internal (uW),switching [uW]
clock,0.0000150,93.7,42.8
combinational,0.000445,266,139
sequential,0.0000415,127,17.5
total,0.000501,486,200
==> metrics by stage <==
step                      area, sq um  cells  setup slack (ns)    TNS (ns)  utilization (%)
after floorplan                   559     72             0.265           0                -
after global placement            872    138            -0.149      -0.475             25.5
after detailed placement          872    138            -0.180      -0.530             25.5
after CTS                         908    145            -0.158      -0.704             26.6
after global routing             1020    154           -0.0655      -0.466             30.0
final                            1020    154        -0.0000537  -0.0000537             30.0
==> synth_stat cells, types with 2 or more instances <==
| cell | n |
|---|---|
| ha_1 | 3 |
| conb_1 | 2 |
| nor2_1 | 2 |
| inv_1 | 7 |
| dfstp_2 | 2 |
| nand2_1 | 4 |
| a21o_1 | 2 |
| dfrtp_1 | 2 |
| buf_4 | 32 |
| o21ai_0 | 2 |
==> state kept, by name, summed over array words and instances, names as in the netlist <==
register	cells
attempt	2
fail	1
good	1
==> final cells by class <==
class,count,area [sq um]
fill,346,2390
sequential,4,104
timing repair buffer,64,563
inverter,7,31.3
tap,46,57.6
multi-input combinational,29,241
clock buffer,4,26.3
==> layout by cell type (no fill, tap or decap) <==
cell type	n
clkdlybuf4s50_1	16
buf_4	16
dlygate4sd2_1	12
conb_1	9
buf_6	6
inv_2	5
clkbuf_2	4
buf_2	4
dlymetal6s2s_1	4
nand2_1	3
ha_4	3
clkbuf_4	3
inv_4	2
nand2_2	2
a21o_1	2
dfstp_2	2
clkdlybuf4s15_1	2
nor2_1	1
nor2_4	1
o21ai_1	1
o21ai_2	1
nor4b_4	1
and4bb_2	1
nand2b_1	1
xnor2_1	1
a21oi_1	1
a221oi_1	1
clkbuf_1	1
dfrtp_1	1
dfrtp_2	1
==> what timing repair did <==
action                     4_1_cts  5_1_grt
pin swaps                        2        3
setup endpoints to repair       30       16
hold buffers                     0        0
setup buffers                    4        9
resized                         46       27
No activity file was given, so power comes from the tool's default toggle rates.
